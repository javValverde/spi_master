File: ./run.sh
#!/bin/bash
# OpenROAD 26Q1-2900-gdf79404cd8, Yosys 0.63+post, stock flow scripts
make -C /OpenROAD-flow-scripts/flow DESIGN_CONFIG=/design/flow/config.mk WORK_HOME=/design/flow/orfs finish
File: ./config.mk
export PLATFORM = sky130hd
export DESIGN_NAME = spi_master
export DESIGN_NICKNAME = spi_master
export VERILOG_FILES = /design/flow/design.v
export SDC_FILE = /design/flow/constraint.sdc
export NUM_CORES = 4
export LEC_CHECK = 1
export CORE_UTILIZATION = 30
File: ./constraint.sdc
current_design spi_master

set clk_period 7.1
set clk_io_pct 0.2

create_clock -name clk0 -period $clk_period [get_ports {clk}]

set non_clock_inputs [all_inputs -no_clocks]
set_input_delay [expr $clk_period * $clk_io_pct] -clock clk0 $non_clock_inputs
set_output_delay [expr $clk_period * $clk_io_pct] -clock clk0 [all_outputs]
File: ./design.v
module spi_master
#(
  parameter                              NUMBER_SLAVES = 1,
  parameter                              CPOL          = 0
)
(
  input                                  clk,
  input                                  reset_n,
  output reg                             sclk,
  output reg                             mosi,
  input                                  miso,
  output reg [NUMBER_SLAVES-1:0]         ss_n,
  input      [ 1:0]                      avs_address,
  input                                  avs_read,
  output reg [31:0]                      avs_readdata,
  input                                  avs_write,
  input      [31:0]                      avs_writedata
);
localparam SLAVE_SELECT_ADDR = 0;
localparam SPI_DATA_IN_ADDR  = 1;
localparam SPI_DATA_OUT_ADDR = 2;
localparam SPI_CLK_DIV = 2;
localparam IDLE           = 0;
localparam START_TRANSFER = 1;
localparam DATA           = 2;
localparam END_DATA       = 3;
localparam END_TRANSFER   = 4;
reg [31:0] slave_select;
reg [31:0] spi_data_out;
reg [31:0] spi_data_in;
reg [$clog2(32)-1:0] spi_data_out_count;
reg [$clog2(32)-1:0] spi_data_in_count;
reg is_spi_transfer_active;
reg spi_transfer_start;
reg spi_clk_active;
reg [$clog2(SPI_CLK_DIV)-1:0] spi_clk_div_count;
reg [$clog2(END_TRANSFER)-1:0] spi_state;
always @(posedge clk or negedge reset_n)
begin
  if (!reset_n) begin
    ss_n               <= 'b1;
    spi_clk_active     <= 1'b0;
    spi_data_out_count <= 'b0;
    spi_data_in_count  <= 'b0;
    spi_state          <= IDLE;
  end
  else begin
    case (spi_state)
      IDLE: begin
        if (spi_transfer_start) begin
          spi_state <= START_TRANSFER;
          ss_n[slave_select] <= 1'b0;
        end
      end
      START_TRANSFER: begin
        spi_state <= DATA;
        spi_clk_active <= 1'b1;
      end
      DATA: begin
        if (spi_clk_div_count == (SPI_CLK_DIV-1)) begin
          if (sclk) begin
            mosi               <= spi_data_out[spi_data_out_count];
            spi_data_out_count <= spi_data_out_count + 1;
          end
          else begin
            spi_data_in[spi_data_in_count] <= miso;
            spi_data_in_count              <= spi_data_in_count + 1;
          end
          if (spi_data_out_count == (32-1)) begin
            spi_state <= END_DATA;
          end
        end
      end
      END_DATA: begin
        if (spi_clk_div_count == (SPI_CLK_DIV-1)) begin
          if (sclk) begin
            mosi <= spi_data_out[spi_data_out_count];
          end
          else begin
            spi_data_in[spi_data_in_count] <= miso;
            spi_state <= END_TRANSFER;
            spi_clk_active <= 1'b0;
          end
        end
      end
      END_TRANSFER: begin
        spi_state <= IDLE;
        ss_n[slave_select] <= 1'b1;
      end
      default: begin
      end
    endcase
  end
end
always @(posedge clk or negedge reset_n)
begin
  if (!reset_n) begin
    sclk              <= CPOL;
    spi_clk_div_count <= 'b0;
  end
  else begin
    if (spi_clk_active) begin
      if (spi_clk_div_count < (SPI_CLK_DIV-1)) begin
        spi_clk_div_count <= spi_clk_div_count + 1;
      end
      else begin
        spi_clk_div_count <= 'b0;
        sclk              <= ~sclk;
      end
    end
  end
end
always @(posedge clk or negedge reset_n)
begin
  if (!reset_n) begin
    slave_select <= 'b0;
    spi_data_out <= 'b0;
    spi_data_in  <= 'b0;
  end
  else begin
    spi_transfer_start <= 1'b0;
    if (avs_read) begin
      case (avs_address)
        SLAVE_SELECT_ADDR : avs_readdata <= slave_select;
        SPI_DATA_OUT_ADDR : avs_readdata <= spi_data_out;
        SPI_DATA_IN_ADDR  : avs_readdata <= spi_data_in;
      endcase
    end
    else if (avs_write) begin
      case (avs_address)
        SLAVE_SELECT_ADDR : begin
          spi_transfer_start <= 1'b1;
          slave_select       <= avs_writedata;
        end
        SPI_DATA_OUT_ADDR : spi_data_out <= avs_writedata;
        SPI_DATA_IN_ADDR  : spi_data_in  <= avs_writedata;
      endcase
    end
  end
end
endmodule
==> notes.md <==
Quick summary of the implementation run below.

The area reported by Yosys stat is 8270 um2. Yosys reported a register bit count of 180. The yosys stat cell total is 617. The share of async-settable or async-resettable flops after synthesis came out at 63.3%.

The run stopped with a tool error. The number of different library cells in the post-synthesis netlist came out at 59. The number of warnings issued by yosys is 1. Per the synth stats, the flop cell with the highest instance count is sky130_fd_sc_hd__dfrtp_1. The last stage reached is synthesis (1_2_yosys). The count of flip-flops with a built-in enable after synthesis is 66.

The share of the yosys chip area belonging to registers came out at 58.5%. The tool reported: "ERROR: Found 32 problems in 'check -assert'".
==> cell usage after synthesis (2+ instances only) <==
library cell | n | area, um2
sky130_fd_sc_hd__or2_2 | 2 | 12.5
sky130_fd_sc_hd__mux2_2 | 102 | 1150
sky130_fd_sc_hd__nor4_1 | 8 | 50.1
sky130_fd_sc_hd__or2_1 | 2 | 12.5
sky130_fd_sc_hd__o31a_1 | 2 | 17.5
sky130_fd_sc_hd__clkbuf_1 | 25 | 93.8
sky130_fd_sc_hd__a22o_1 | 12 | 105
sky130_fd_sc_hd__nand2b_1 | 2 | 12.5
sky130_fd_sc_hd__buf_6 | 2 | 22.5
sky130_fd_sc_hd__nand3b_1 | 3 | 22.5
sky130_fd_sc_hd__o31ai_1 | 2 | 15.0
sky130_fd_sc_hd__a21o_1 | 2 | 15.0
sky130_fd_sc_hd__dfrtp_1 | 112 | 2800
sky130_fd_sc_hd__nand3_1 | 7 | 35.0
sky130_fd_sc_hd__mux2_1 | 8 | 90.1
sky130_fd_sc_hd__ha_1 | 11 | 138
sky130_fd_sc_hd__a21oi_1 | 32 | 160
sky130_fd_sc_hd__dfstp_2 | 2 | 52.6
sky130_fd_sc_hd__xor2_1 | 3 | 26.3
sky130_fd_sc_hd__o41ai_1 | 2 | 17.5
sky130_fd_sc_hd__mux4_2 | 9 | 203
sky130_fd_sc_hd__xnor2_1 | 9 | 78.8
sky130_fd_sc_hd__edfxtp_1 | 66 | 1980
sky130_fd_sc_hd__o21ai_0 | 24 | 120
sky130_fd_sc_hd__nor3_1 | 5 | 25.0
sky130_fd_sc_hd__nand2_1 | 16 | 60.1
sky130_fd_sc_hd__buf_2 | 6 | 30.0
sky130_fd_sc_hd__nand4_1 | 5 | 31.3
sky130_fd_sc_hd__o21ai_1 | 8 | 40.0
sky130_fd_sc_hd__nor4b_1 | 2 | 17.5
sky130_fd_sc_hd__a22oi_1 | 32 | 240
sky130_fd_sc_hd__mux2_4 | 2 | 30.0
sky130_fd_sc_hd__and2_1 | 6 | 37.5
sky130_fd_sc_hd__buf_1 | 7 | 26.3
sky130_fd_sc_hd__nor3b_1 | 2 | 15.0
sky130_fd_sc_hd__nor2b_1 | 4 | 25.0
sky130_fd_sc_hd__inv_1 | 7 | 26.3
sky130_fd_sc_hd__nor4b_2 | 2 | 30.0
sky130_fd_sc_hd__nor2_1 | 44 | 165
==> kinds of logic after synthesis <==
group	synth area share, %
AOI/OAI and AO/OA	10.0
xor gates and xnor gates	1.47
buffers and inverters	2.50
DFF	58.5
adders and majority gates	1.66
muxes	17.8
and+or+nand+nor	8.14
